==> design/flow/constraint.sdc <==
current_design Hazard_Unit

set clk_period 2.6
set clk_io_pct 0.2

create_clock -name clk0 -period $clk_period

set non_clock_inputs [all_inputs -no_clocks]
set_input_delay [expr $clk_period * $clk_io_pct] -clock clk0 $non_clock_inputs
set_output_delay [expr $clk_period * $clk_io_pct] -clock clk0 [all_outputs]
==> design/flow/design.v <==
`timescale 1ns / 1ps
module Hazard_Unit(
    input logic CLK,
    input logic RESET,
    input logic [4:0] Rs1D,
    input logic [4:0] Rs2D,
    input logic [4:0] RdD,
    input logic [4:0] Rs1E,
    input logic [4:0] Rs2E,
    input logic [4:0] RdE,
    input logic [2:0] PCSrcE,
    input logic MemReadE,
    input logic [4:0] RdM,
    input logic [4:0] RdW,
    input logic RegWriteM,
    input logic RegWriteW,
    output logic Stall,
    output logic FlushD,
    output logic FlushE,
    output logic [1:0] ForwardAE,
    output logic [1:0] ForwardBE,
    output logic [1:0] ForwardAD,
    output logic [1:0] ForwardBD,
    input logic mem_we_E,
    input logic mem_re_D,
    input logic [31:0] store_addr_E,   
    input logic [31:0] load_addr_D     
);
    logic load_use_stall;
    logic load_after_store_stall;
    logic branch_decode_stall;
    logic control_flush;
    logic stall_hazard;
always_comb begin
    ForwardAE = 2'b00;
    ForwardBE = 2'b00;
    Stall = 0;
    FlushE = 0;
    FlushD = 0;
    control_flush = (PCSrcE != 3'b0);
    load_use_stall        = (MemReadE && RdE != 5'd0 && ((RdE == Rs1D) || (RdE == Rs2D)));
    load_after_store_stall= (mem_we_E && mem_re_D && (store_addr_E == load_addr_D));
    branch_decode_stall   = (RdE != 5'd0 && ((RdE == Rs1D) || (RdE == Rs2D)));    
    stall_hazard = load_use_stall || load_after_store_stall || branch_decode_stall;
    Stall   = stall_hazard;
    FlushE  = stall_hazard;
    FlushD  = (!stall_hazard) && control_flush;
    if (RegWriteM && RdM != 0 && RdM == Rs1E) begin
        ForwardAE = 2'b10;
    end else if (RegWriteW && RdW != 0 && RdW == Rs1E && !(RegWriteM && RdM == Rs1E)) begin
        ForwardAE = 2'b01;
    end else begin
        ForwardAE = 2'b00;
    end
    if (RegWriteM && RdM != 0 && RdM == Rs2E) begin
        ForwardBE = 2'b10;
    end else if (RegWriteW && RdW != 0 && RdW == Rs2E && !(RegWriteM && RdM == Rs2E)) begin
        ForwardBE = 2'b01;
    end else begin
        ForwardBE = 2'b00;
    end
    if (RegWriteM && RdM != 0 && RdM == Rs1D) begin
        ForwardAD = 2'b10;   
    end else if (RegWriteW && RdW != 0 && RdW == Rs1D && !(RegWriteM && RdM == Rs1D)) begin
        ForwardAD = 2'b01;   
    end else begin
        ForwardAD = 2'b00;   
    end
    if (RegWriteM && RdM != 0 && RdM == Rs2D) begin
        ForwardBD = 2'b10;   
    end else if (RegWriteW && RdW != 0 && RdW == Rs2D && !(RegWriteM && RdM == Rs2D)) begin
        ForwardBD = 2'b01;   
    end else begin
        ForwardBD = 2'b00;   
    end
end
endmodule
==> design/flow/run.sh <==
#!/bin/bash
# OpenROAD 26Q1-2900-gdf79404cd8, Yosys 0.63+post, stock flow scripts
make -C /OpenROAD-flow-scripts/flow DESIGN_CONFIG=/design/flow/config.mk WORK_HOME=/design/flow/orfs finish
==> design/flow/config.mk <==
export PLATFORM = sky130hd
export DESIGN_NAME = Hazard_Unit
export DESIGN_NICKNAME = Hazard_Unit
export VERILOG_FILES = /design/flow/design.v
export SDC_FILE = /design/flow/constraint.sdc
export NUM_CORES = 4
export LEC_CHECK = 1
export CORE_AREA = 10 10 99 99
export DIE_AREA = 0 0 109 109
==> impl_metrics.py <==
# Generated from Yosys and OpenROAD reports
metrics = {
    "place": {
        "io_buffers": 117,
        "place.gp.congestion": 0.8251,
        "post-place-ws_ns": -0.4291,
        "dpl.hpwl_mm": 5.207,
        "dp_cells": 375,
    },
    "yosys": {
        "yosys_area_um2": 1052,
        "syn_inst": 141,
        "synth_seq_share_pct": 0,
        "synth_area_um2": 1052,
        "ys_types": 18,
        "simple_gate_share_pct": 23.31,
        "ys_sh_mux_pct": 0,
        "yosysWarnings": 1,
        "ys_sh_xor_pct": 68.25,
        "ys_sh_adder_pct": 0,
        "aoi_share_pct": 3.092,
        "yosys.area.top_type_share_pct": 35.79,
        "top_cells_by_area": "xor2_1, xnor2_1, nor4_1, nand4_1, nand3_1",
        "ys_cells": 141,
        "top_logic_kind": "XOR/XNOR gates",
        "synth_area_per_cell_um2": 7.463,
        "largest_area_cell": "xor2_1",
    },
    "global_routing": {
        "use_met1_pct": 9.802,
        "grt_pass1_wl_mm": 8.266,
        "track_usage_pct": 8.803,
        "grt_busiest_layer": "met2",
        "grt.met2_usage_pct": 14.18,
        "grt_overflow": 0,
        "gr-usage-met3_pct": 6.332,
        "grt_pass1_vias": 1706,
        "grt_max_degree": 6,
        "antenna_found_initial": 1,
    },
    "die": {
        "core.rowCount": 32,
        "dieHeight_um": 109,
        "die_x_um": 109,
        "core_um2": 7727,
        "fp_util_pct": 13.62,
        "die_area_um2": 11880,
        "pin_count": 125,
    },
    "critical_path": {
        "crit_required_ns": 2.08,
        "critPathKind": "in2out",
        "worstPathMaxFanout": 3,
        "worstSetupEndpointType": "output port",
        "start_kind": "primary input",
        "cp.arrival_ns": 2.01,
    },
    "hold_path": {
        "whs_path_depth": 7,
        "hold_end": "Stall",
        "hold_path.startpoint": "load_addr_D[27]",
        "hold_path_class": "in2out",
    },
    "final_layout": {
        "areaGrowthSynthToFinish_pct": 150.7,
        "fin_util_pct": 34.13,
        "regArea_um2": 0,
        "num-clock-buffers": 0,
        "flop-count": 0,
        "drive_above_1_share_pct": 22.83,
        "final_cells": 379,
    },
    "route": {
        "drt-total-wl_mm": 5.599,
        "ant_nets": 0,
        "drtIter0Drc": 24,
        "viasPerCell": 3.828,
        "firstDrtPassIters": 3,
        "vias": 1451,
        "drc": 0,
        "wire_per_inst_um": 14.77,
    },
    "power_and_ir_drop": {
        "irDropWorstVdd_mv": 0.05572,
        "p_leak_nw": 1.314,
        "power_density_nw_per_um2": 135.2,
    },
    "final_timing": {
        "worst_pin_slew_ns": 0.3303,
        "max_freq_mhz": 394.9,
        "layout_setup_ws_ns": 0.06798,
        "fin_crit_ns": 2.532,
        "hold_viol_final": 0,
        "finalSetupViolCount": 0,
        "fin_setup_tns_ns": 0,
        "holdWs_ns": 1.630,
        "relSlewSlack_pct": 77.81,
        "finalClockPeriodUsage_pct": 97.39,
        "drv_slew": 0,
    },
    "flow_run": {
        "max-cap-violations": 0,
        "warnings": 40,
    },
    "run_status": {
        "outcome": "completed",
    },
    "clock_network": {
        "cts_hold_buf": 0,
    },
}
==> cells in the mapped netlist <==
| master | instances |
|---|---|
| buf_1 | 1 |
| buf_2 | 3 |
| buf_4 | 1 |
| buf_6 | 1 |
| clkbuf_1 | 5 |
| nand2_1 | 5 |
| nand3_1 | 8 |
| nand4_1 | 7 |
| nor2_1 | 5 |
| nor3_1 | 7 |
| nor4_1 | 10 |
| o21ai_4 | 1 |
| o22ai_1 | 1 |
| o311a_1 | 1 |
| or4_1 | 2 |
| or4_4 | 1 |
| xnor2_1 | 39 |
| xor2_1 | 43 |
==> kinds of logic after synthesis <==
| group | Yosys count |
|---|---|
| and+or+nand+nor | 45 |
| buffers and inverters | 11 |
| xor gates and xnor gates | 82 |
| AOI/OAI and AO/OA | 3 |
==> layer usage <==
metal | wire, um | vias to the layer above
met4 | 0 | 0
met1 | 2259 | 596
met2 | 2276 | 103
met3 | 1063 | 0
met5 | 0 | -
li1 | - | 752
==> worst max path at each step <==
stage | start | end | slack [ns] | cells past startpoint
4_1_cts | load_addr_D[25] | FlushD | 0.002 | 8
5_1_grt | RdE[2] | FlushD | -0.01 | 8
6_report | Rs1D[1] | ForwardAD[1] | 0.07 | 6
==> layout make-up <==
type	count	area, um^2
Multi-Input combinational cell	130	1106
Antenna cell	1	2.502
Fill cell	785	5090
Timing Repair Buffer	146	1401
Tap cell	102	127.6
==> critical path, cell delays in order <==
cell and delay [ns]:
dlygate4sd2_1 0.29, xor2_1 0.16, nor4_1 0.27, nand3_1 0.14, nor2_1 0.14, clkdlybuf4s50_1 0.49
==> what timing repair did <==
action / CTS / global route
endpoints found under the setup margin: 11 / 10
setup buffers: 2 / 1
pin swaps: 25 / 34
resized: 73 / 55
hold endpoints to repair: 0 / 0
==> through the flow <==
| step | power [mW] | instance area (um^2) |
|---|---|---|
| after floorplan | 0.1305 | 1052 |
| after global placement | 0.3664 | 2490 |
| after detailed placement | 0.3690 | 2490 |
| after CTS | 0.3657 | 2550 |
| after global routing | 0.3907 | 2638 |
| final | 0.3565 | 2638 |
==> report_power, final <==
part           leakage (nW)    total [mW]  internal, mW  switching [mW]
logic                  1.31         0.357         0.224           0.133
registers                 0             0             0               0
clock network    0.00000634  0.0000000514  0.0000000514               0
total                  1.31         0.357         0.224           0.133
==> layout by cell type, fill, tap and decap left out, types with 2 or more instances in the layout <==
cell type,netlist,routed
xor2_1,43,43
clkdlybuf4s50_1,0,43
xnor2_1,39,39
dlymetal6s2s_1,0,35
buf_4,1,28
dlygate4sd2_1,0,23
nand3_1,8,7
nand4_1,7,7
clkbuf_2,0,7
nor4_2,0,6
nor3_2,0,5
nor2_1,5,4
nand2_1,5,4
clkdlybuf4s15_2,0,4
buf_2,3,4
nor4_1,10,3
or4_4,1,2
nor3_1,7,2
Power is estimated from default activity; no workload was simulated.
